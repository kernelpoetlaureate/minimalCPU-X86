==> flow/design.v <==
module RegisterFile(
    input wire clk,
    input wire reset,
    input wire [1:0] reg_select,  
    input wire write_enable,     
    input wire [15:0] data_in,   
    output wire [15:0] data_out  
);
    wire [3:0] reg_write_enable;
    Decoder2to4 dec_write (
        .sel(reg_select),
        .decoded(reg_write_enable)
    );
    wire ax_load = write_enable & reg_write_enable[0];
    wire bx_load = write_enable & reg_write_enable[1];
    wire cx_load = write_enable & reg_write_enable[2];
    wire dx_load = write_enable & reg_write_enable[3];
    wire [15:0] AX_out, BX_out, CX_out, DX_out;
    Reg16_BitLevel ax_reg (
        .clk(clk),
        .reset(reset),
        .load(ax_load),
        .din(data_in),
        .dout(AX_out)
    );
    Reg16_BitLevel bx_reg (
        .clk(clk),
        .reset(reset),
        .load(bx_load),
        .din(data_in),
        .dout(BX_out)
    );
    Reg16_BitLevel cx_reg (
        .clk(clk),
        .reset(reset),
        .load(cx_load),
        .din(data_in),
        .dout(CX_out)
    );
    Reg16_BitLevel dx_reg (
        .clk(clk),
        .reset(reset),
        .load(dx_load),
        .din(data_in),
        .dout(DX_out)
    );
    Mux4to1_16bit read_mux (
        .sel(reg_select),
        .in0(AX_out),
        .in1(BX_out),
        .in2(CX_out),
        .in3(DX_out),
        .out(data_out)
    );
endmodule
module Decoder2to4(
    input wire [1:0] sel,
    output wire [3:0] decoded  
);
    assign decoded[0] = ~sel[1] & ~sel[0];  
    assign decoded[1] = ~sel[1] &  sel[0];  
    assign decoded[2] =  sel[1] & ~sel[0];  
    assign decoded[3] =  sel[1] &  sel[0];  
endmodule
module Reg16_BitLevel(
    input wire clk,
    input wire reset,
    input wire load,
    input wire [15:0] din,
    output reg [15:0] dout
);
    wire [15:0] d;
    genvar i;
    generate
        for (i = 0; i < 16; i = i + 1) begin : mux_and_ff
            assign d[i] = load ? din[i] : dout[i];
            always @(posedge clk or posedge reset) begin
                if (reset)
                    dout[i] <= 1'b0;
                else
                    dout[i] <= d[i];
            end
        end
    endgenerate
endmodule
module Mux4to1_16bit(
    input wire [1:0] sel,
    input wire [15:0] in0,
    input wire [15:0] in1,
    input wire [15:0] in2,
    input wire [15:0] in3,
    output wire [15:0] out
);
    wire [3:0] decoded;
    Decoder2to4 dec(.sel(sel), .decoded(decoded));
    genvar i;
    generate
        for (i = 0; i < 16; i = i + 1) begin : mux_bits
            assign out[i] =
                (decoded[0] & in0[i]) |
                (decoded[1] & in1[i]) |
                (decoded[2] & in2[i]) |
                (decoded[3] & in3[i]);
        end
    endgenerate
endmodule
==> flow/config.mk <==
export PLATFORM = sky130hd
export DESIGN_NAME = RegisterFile
export DESIGN_NICKNAME = RegisterFile
export VERILOG_FILES = /design/flow/design.v
export SDC_FILE = /design/flow/constraint.sdc
export NUM_CORES = 4
export LEC_CHECK = 1
export CORE_UTILIZATION = 30
==> flow/constraint.sdc <==
current_design RegisterFile

set clk_period 2.0
set clk_io_pct 0.2

create_clock -name clk0 -period $clk_period [get_ports {clk}]

set non_clock_inputs [all_inputs -no_clocks]
set_input_delay [expr $clk_period * $clk_io_pct] -clock clk0 $non_clock_inputs
set_output_delay [expr $clk_period * $clk_io_pct] -clock clk0 [all_outputs]
==> flow/run.sh <==
#!/bin/bash
# OpenROAD 26Q1-2900-gdf79404cd8, Yosys 0.63+post, stock flow scripts
make -C /OpenROAD-flow-scripts/flow DESIGN_CONFIG=/design/flow/config.mk WORK_HOME=/design/flow/orfs finish
==> impl_metrics.json <==
{
  "run_status": "completed",
  "fin_crit_sh_pct": 93.22,
  "layout-drive-gt1-share_pct": 56.44,
  "setup_viol": 0,
  "pre_cts_ws_ns": -0.4560,
  "powerDensity_nw_per_um2": 908.4,
  "worstSkewPairLatency_ns": 0.33,
  "antenna_found_initial": 0,
  "final_cell_count_no_fill": 336,
  "viasPerCell": 4.807,
  "ys_top_cells_by_area": "dfrtp_1, mux2_2, mux4_2",
  "cts_hold_buffers": 0,
  "power_leakage_nw": 1.600,
  "cts_buffers": 9,
  "first_pass_iters": 3,
  "grt_setup_unrepaired": "no",
  "synthesis.instances": 157,
  "die-area_um2": 9831,
  "dp_hpwl_mm": 3.622,
  "syn_area_um2": 2831,
  "drc_errors": 0,
  "drt-initial-drc-count": 30,
  "io_pins": 37,
  "clockBufferDepth": 2,
  "syn_avg_cell_area_um2": 18.03,
  "place_area_um2": 3478,
  "yosys.area.top_type": "dfrtp_1",
  "dieHeight_um": 99.15,
  "hold_class": "input port to asynchronous set/reset pin",
  "hold_ws_ns": 0.4177,
  "p_total_mw": 3.393,
  "placedCellCount": 314,
  "yosysSeqAreaShare_pct": 56.56,
  "cts_tree": "done",
  "area_growth_pct": 31.90,
  "wl_per_cell_um": 16.54,
  "final_max_slew_viol_count": 0,
  "wl_mm": 5.557,
  "cts.sinks": 64,
  "drv_cap": 0,
  "crit_required_ns": 1.60,
  "fin_area_um2": 3735,
  "r2r_start": "cx_reg.dout[14]$_DFFE_PP0P_",
  "grt_max_degree": 27,
  "endpoint_kind": "primary output",
  "irDropWorstVdd_uv": 378.6,
  "root_buffer": "clkbuf_8",
  "synth_cell_types": 12,
  "clkSlewWorstSetupHoldPaths_ns": 0.07,
  "vias": 1615,
  "clock.fmax_mhz": 536.4,
  "arrival_ns": 1.46,
  "hold_violations": 0,
  "r2r_setup_slack_ns": 1.12,
  "grt_overflow": 0,
  "die_width_um": 99.15,
  "initial_utilization_pct": 30.79,
  "placementRows": 35,
  "gp_congestion": 0.7330,
  "synth_chip_area_um2": 2831,
  "coreArea_um2": 9196,
  "timing.rr.end": "cx_reg.dout[14]$_DFFE_PP0P_",
  "timing.final.ws_setup_ns": 0.1357,
  "skew_ns": 0,
  "num_antenna_cells": 0,
  "portBuffers": 36,
  "htreeDepth": 3,
  "crit_path_max_fanout": 2,
  "ys.warnings.count": 1,
  "grt_use_total_pct": 12.84,
  "tightestPinTransition_ns": 0.5085,
  "ys_ff": 64,
  "maxSlewHeadroom_pct": 66.05,
  "reg2reg_depth": 2,
  "nFillCells": 849,
  "log.warning_count": 25,
  "worst-setup-path-type": "register to primary output",
  "start_kind": "register",
  "fin_crit_ns": 1.864,
  "top_cell_area_share_pct": 56.56,
  "grt_first_pass_wirelength_mm": 9.225,
  "grt_pass1_vias": 1730,
  "synth_stat.cells": 157,
  "drtAntennaViolNets": 0
}
area by class of cell:
type                    instances  area [um2]  area share (%)
flip-flops and latches         64        1602           42.88
multi-input cells              84        1141           30.55
repair buffers                 60       653.1           17.49
well taps                     111       138.9           3.719
clock buffers                   9       123.9           3.317
clock inverters                 7       72.57           1.943
inverters                       1       3.754          0.1005
synthesized netlist by cell type:
library cell / instances
buf_2: 2
buf_4: 4
buf_6: 2
dfrtp_1: 64
inv_1: 1
mux2_2: 64
mux4_1: 6
mux4_2: 10
nand3_2: 1
nand3b_2: 1
nand3b_4: 1
nor3b_4: 1
critical path, stage by stage, from the launching register on:
cell and delay [ns]:
dfrtp_1 0.39, mux4_2 0.47, dlygate4sd2_1 0.27
cell usage in the layout, fill, tap and decap left out, types with 2 or more instances in the layout:
master and n:
dfrtp_1 64, clkbuf_8 9, mux4_2 16, buf_12 6, mux2_2 64, buf_16 2
buf_4 16, dlygate4sd2_1 13, clkdlybuf4s50_1 18, clkinvlp_4 5, dlymetal6s2s_1 3
metrics by stage:
step,TNS (ns),util [%]
6_report,0,40.61
3_5_place_dp,-11.23,37.82
4_1_cts,0,40.45
3_3_place_gp,-11.01,37.82
2_1_floorplan,0,-
5_1_grt,0,40.61
registers in the layout, summed over array words and instances, names as in the netlist:
| signal | flops |
|---|---|
| ax_reg.dout | 16 |
| bx_reg.dout | 16 |
| cx_reg.dout | 16 |
| dx_reg.dout | 16 |
where the power goes:
part / internal, mW / total (mW) / switching [mW]
clock network: 0.571 / 1.07 / 0.502
logic: 0.473 / 0.665 / 0.192
registers: 1.54 / 1.65 / 0.114
total: 2.58 / 3.39 / 0.809
routing by layer:
layer	global-route usage (%)	up-vias	part of all wire (%)
met5	0	-	0
met4	1.244	0	1.1
met3	3.717	6	4.7
met2	19.47	38	46
met1	20.10	847	48
li1	-	724	-
kinds of logic (layout without fill, tap and decap cells):
logic type | after synthesis | count (layout) | synth area share, %
buffers and inverters | 9 | 77 | 2.342
multiplexers | 80 | 80 | 38.97
flip-flops | 64 | 64 | 56.56
AND/OR/NAND/NOR | 4 | 4 | 2.121
how the worst max path moves through the flow:
stage,to,start,slack [ns],cells past startpoint
after CTS,data_out[14],dx_reg.dout[14]$_DFFE_PP0P_,0.0009,2
final,data_out[4],bx_reg.dout[4]$_DFFE_PP0P_,0.14,2
after global routing,data_out[8],dx_reg.dout[8]$_DFFE_PP0P_,0.08,2
what timing repair did:
action | 4_1_cts | 5_1_grt
setup buffers | 3 | 1
gates resized | 34 | 3
endpoints found under the setup margin | 16 | 3
cloned | 2 | 0
No activity file was given, so power comes from the tool's default toggle rates.
